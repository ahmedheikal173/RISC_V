===== design.v =====
`timescale 1ns / 1ps
module adder_plus_4(
    input [31:0]PC,
    output [31:0] PC_Plus4,
    output c_out
    );
    bitadder A4(
    .Add1(PC),
    .Add2(4'H0004),
    .Carry_In(1'b0),
    .Sum(PC_Plus4),
    .Carry_Out(c_out)
    );
endmodule
`timescale 1ns / 1ps
module bitadder (
    input [31:0] Add1,Add2,
    input Carry_In,
    output [31:0] Sum,
    output Carry_Out
);
    wire [32:0] Cs;
    assign Cs[0]=Carry_In;
    genvar K;
        generate
            for(K=0;K<32;K=K+1)
            begin: stage
                fullyadder SD(
                    .A_F(Add1[K]),
                    .B_F(Add2[K]),
                    .Carry_In_F(Cs[K]),
                    .Sum_F(Sum[K]),
                    .Carry_Out_F(Cs[K+1])
                );
            end
        endgenerate
       assign Carry_Out=Cs[32];
endmodule
`timescale 1ns / 1ps
module fullyadder (
    input A_F,B_F,
    input Carry_In_F,
    output Sum_F,Carry_Out_F  
);
    wire Carry1,Carry2,Sum1;
    halfadder A1(
        .A(A_F),
        .B(B_F),
        .Carry(Carry1),
        .Sum(Sum1)
    );
 halfadder A2(
        .A(Carry_In_F),
        .B(Sum1),
        .Carry(Carry2),
        .Sum(Sum_F)
    );
    assign Carry_Out_F= Carry1 | Carry2;
endmodule
`timescale 1ns / 1ps
module halfadder (
    input A,B,
    output Sum,Carry
);
    assign Sum=A ^B;
    assign Carry=A & B;
endmodule

===== run.sh =====
#!/bin/bash
# OpenROAD 26Q1-2900-gdf79404cd8, Yosys 0.63+post, stock flow scripts
make -C /OpenROAD-flow-scripts/flow DESIGN_CONFIG=/design/flow/config.mk WORK_HOME=/design/flow/orfs finish

===== config.mk =====
export PLATFORM = sky130hd
export DESIGN_NAME = adder_plus_4
export DESIGN_NICKNAME = adder_plus_4
export VERILOG_FILES = /design/flow/design.v
export SDC_FILE = /design/flow/constraint.sdc
export NUM_CORES = 4
export LEC_CHECK = 1
export CORE_AREA = 10 10 70 70
export DIE_AREA = 0 0 80 80

===== constraint.sdc =====
current_design adder_plus_4

set clk_period 10.4
set clk_io_pct 0.2

create_clock -name clk0 -period $clk_period

set non_clock_inputs [all_inputs -no_clocks]
set_input_delay [expr $clk_period * $clk_io_pct] -clock clk0 $non_clock_inputs
set_output_delay [expr $clk_period * $clk_io_pct] -clock clk0 [all_outputs]

==> notes.md <==
Notes from the flow run.

Finish:
- The run gives the fraction of final layout cells with drive strength greater than 1 as 11.0%.
- The run puts the register cell area after layout at 0 µm².
- The run puts the final-layout clock buffer total at 0.
- The run puts the sequential cell count at 0.
- The run gives the area growth from synthesis to layout as 74.4%.

Route:
- The run gives the total length of routed wires as ~1600 µm.
- Per the detail_route report, inserted antenna diodes total 0.
- The run puts the via density per instance at 3.62.
- Detailed routing inserted a total of 496 vias.
- The run gives the total DRC errors in the routed layout as 0.
- The run gives the routed wire length per instance as 11.7 µm.
- The run gives the detailed router's first-iteration violation count as 0.
- The run gives the remaining number of nets flagged by the antenna check after routing as 0.
- The run gives the first-pass iteration count of the detailed router as 1.

Synthesis:
- The run gives the mean area per synthesized cell as ~9.8 µm².
- The commonest cells after synthesis are 32 x sky130_fd_sc_hd__buf_4, 29 x sky130_fd_sc_hd__ha_1, 1 x sky130_fd_sc_hd__inv_1.
- The run gives the instance count of the mapped netlist as 62.
- The run puts the proportion of synthesized chip area in sequential cells at 0%.
- The run puts the number of cells in Yosys stat at 62.
- By area the synthesized netlist is led by sky130_fd_sc_hd__ha_1 60%, sky130_fd_sc_hd__buf_4 40%, sky130_fd_sc_hd__inv_1 0.62%.
- The run gives the number of warnings printed during yosys synthesis as 0.
- The run puts the count of different cell masters after synthesis at 3.
- Summed over all instances, the cell type with the most area after synthesis is sky130_fd_sc_hd__ha_1.
- The run puts the cell area after synthesis at 607 µm².
- sky130_fd_sc_hd__buf_4 is the most common cell in the netlist.
- The synthesized netlist has a Yosys-reported chip area of 607 µm².
- The run gives the fraction of post-synthesis cell area in the top cell type by area as 59.8%.

Worst setup path:
- The run gives the data required time at the worst endpoint as 8.32 ns.
- The worst setup path is launched from a primary input.
- For this run, the slowest stage of the critical path takes ~0.46 ns.
- The run puts the biggest fanout along the worst timing path at 1.
- The run gives the cell with the largest stage delay on the worst path as sky130_fd_sc_hd__clkdlybuf4s50_1.
- The worst setup path is captured at a primary output.
- The cell family contributing the most delay on the critical path is adder cells.
- The timing report shows the most common cell along the critical path to be sky130_fd_sc_hd__ha_1.
- The run gives the data arrival time of the critical path as 8.06 ns.
- Per the post-run analysis, buffers plus inverters along the critical path come to 2.
- Looking at the setup timing report, the critical path kind is primary input to primary output.

Floorplan:
- In this run the horizontal extent of the chip is 80 µm.
- Before placement the cells fill 17.8% of the core.
- The chip occupies 6400 µm².
- The run gives the count of boundary I/O pins as 65.
- The run puts the die height at 80 µm.
- The run gives the placeable core area as 3420 µm².
- The run puts the count of standard-cell rows at 21.

Pwr:
- The run puts the worst-case vdd ir drop at slightly above 0.009 mV.
- The run gives the leakage power total as 0.000484 µW.
- The run gives the post-layout total power as 27.2 µW.
- The run gives the areal power density over the cells as roughly 26 nW/µm².

Timing:
- The run puts the relative slew slack at 94.7%.
- The run puts the final-report hold violation count at 0.
- Post-route period utilization is reported as 97.5%.
- The run puts the total setup violations reported at the end of the flow at 0.
- Setup repair after global routing left no endpoint under its margin.
- The run gives the count of pins over their slew limit as 0.
- The run puts the final critical delay including setup and external delays at 10.14 ns.
- The run gives the worst hold slack across all endpoints as 4.16 ns.
- Timing would allow up to 98.6 MHz.
- For the pin with the worst max-slew slack, the measured transition is 0.0799 ns.

Place:
- The final weighted congestion recorded by global placement is 0.737.
- Summed over all nets, the half-perimeter wirelength after detailed placement is 1570 µm.
- The run puts the number of buffer cells added on primary ports at 61.

Clock tree:
- The run puts the post-cts repair resize count at 3.
- Looking at the post-CTS report, the setup buffer insertion count equals 0.
- The run puts the quantity of hold-fixing buffers added after cts at 0.

Global route:
- The run puts the global-route usage over all layers at 4.57%.
- The run puts the wire length of the first global-routing pass at 2480 µm.
- Entering global routing, the biggest net connects 3 pins.
- The run puts the number of global-route vias before repair at between 500 and 600.
- The run gives the initial antenna violation count as 0.
- Summed over all layers, the global routing overflow is 0.

Flow run:
- The run puts the max-cap check violation count at 0.
- The run gives the OpenROAD warning count as 32.

Hold path:
- The type recorded for the worst min-delay path is primary input to primary output.

Status:
- The flow ran to the end, and the final reports show no timing, DRC or antenna violations.
-- kinds of logic after synthesis --
family     share of synthesized area (%)
fa+ha+maj                           59.8
buf+inv                             40.2
-- cells in the final DEF (no fill, tap or decap), drive strengths merged --
cell and n:
inv 1, clkdlybuf4s50 60, ha 29, dlygate4sd2 1
-- power breakdown --
group	switching [µW]	internal (µW)
Sequential	0	0
Combinational	4.85	22.3
Clock	0	0
Total	4.85	22.3
-- per-layer routing --
| metal | share of wire (%) | track usage (%) | up-vias | wire (µm) |
|---|---|---|---|---|
| li1 | - | - | 240 | - |
| met1 | 36 | 4.68 | 215 | 573 |
| met2 | 42 | 7.70 | 41 | 672 |
| met3 | 22 | 3.52 | 0 | 361 |
| met4 | 0 | 0 | 0 | 0 |
| met5 | 0 | 0 | - | 0 |
-- through the flow --
stage / setup WS [ns] / area, µm² / setup TNS, ns / std cells / utilization (%)
after floorplan: 1.07 / 607 / 0 / 62 / -
final: 0.258 / 1060 / 0 / 137 / 31.0
after detailed placement: -0.0663 / 1030 / -0.0663 / 137 / 30.3
after global routing: 0.00543 / 1060 / 0 / 137 / 31.0
after global placement: 0.00313 / 1030 / 0 / 137 / 30.3
after CTS: 0.0290 / 1040 / 0 / 137 / 30.4
-- area by class of cell --
class              count  area [µm²]
fillers              356        2360
repair buffers        61         609
multi-input cells     29         388
well taps             46        57.6
inverters              1        3.75
-- final timing paths --
check | startpoint | endpoint | slack (ns) | cells past startpoint
worst max-delay path | PC[3] | PC_Plus4[31] | 0.26 | 31
worst min-delay path | PC[0] | PC_Plus4[0] | 4.16 | 0
No activity file was given, so power comes from the tool's default toggle rates.
