## ./design.v

```verilog
`timescale 1ns / 1ps
module ALU (
    input [31:0] Src1,
    input [31:0] Src2,
    input [2:0] ALU_Control,
    output reg [31:0] ALU_Result,
    output reg zero_Flag,
    output reg sign_Flag
);
always @(ALU_Control)
    begin
        case (ALU_Control)
            3'b000: ALU_Result = Src1 + Src2;
            3'b001: ALU_Result = Src1 << Src2;
            3'b010: ALU_Result = Src1 - Src2;
            3'b100: ALU_Result = Src1 ^ Src2;
            3'b101: ALU_Result = Src1 >> Src2;
            3'b110: ALU_Result = Src1 | Src2;
            3'b111: ALU_Result = Src1 & Src2;
            default: ALU_Result = 0;
        endcase
        if(ALU_Result==0)
            zero_Flag=1;
        else
            zero_Flag=0;
        if(ALU_Result[31]==0)
            sign_Flag=1;
        else
            sign_Flag=0;
    end
endmodule
```

## ./run.sh

```bash
#!/bin/bash
# OpenROAD 26Q1-2900-gdf79404cd8, Yosys 0.63+post, stock flow scripts
make -C /OpenROAD-flow-scripts/flow DESIGN_CONFIG=/design/flow/config.mk WORK_HOME=/design/flow/orfs finish
```

## ./config.mk

```make
export PLATFORM = sky130hd
export DESIGN_NAME = ALU
export DESIGN_NICKNAME = ALU
export VERILOG_FILES = /design/flow/design.v
export SDC_FILE = /design/flow/constraint.sdc
export NUM_CORES = 4
export LEC_CHECK = 1
export CORE_UTILIZATION = 40
```

## ./constraint.sdc

```tcl
current_design ALU

set clk_period 18.0
set clk_io_pct 0.2

create_clock -name clk0 -period $clk_period

set non_clock_inputs [all_inputs -no_clocks]
set_input_delay [expr $clk_period * $clk_io_pct] -clock clk0 $non_clock_inputs
set_output_delay [expr $clk_period * $clk_io_pct] -clock clk0 [all_outputs]
```

==> out/results.tsv <==
stage	metric	value	unit
placed_design	gp_congestion	1.03	
routing	vias_per_cell	6.63	
sta	fin_setup_tns	0	ps
sta	unrepaired_setup_endpoints_after_global_routing	false	
global_routing	vias_in_the_first_global_route	9195	
cells_and_area	area_growth	12.4	%
floorplan	fp_util	0.409	
routing	wl_per_cell	26.4	um
routing	ant_nets	0	
sta	fin_crit_sh	0.751	
global_routing	grt_overflow_total	0	
logic_synthesis	ys_cells	1162	
critical_path	critical_path_required	14400	ps
cells_and_area	final_cell_count_without_fillers	1464	
critical_path	critical_path_class	in -> out	
floorplan	die-area	22200	um2
sta	worst_slew_pin_slew	1430	ps
routing	routed_wl	38700	um
logic_synthesis	synth.yosys.chip_area	8630	um2
logic_synthesis	synth-warning-count	1	
floorplan	die_w	149	um
sta	maxClockFrequency	74.0	MHz
placed_design	detailed_place_hpwl	29900	um
sta	setup_violations	0	
job	cap_viol_max_count	0	
power	pwr_density_cell	34.3	nW/um2
global_routing	first_pass_grt_wire_length	58100	um
floorplan	floorplan.core_area	21100	um2
sta	maxSlewViolCount	0	
clocking	post-cts-setup-buffer-count	0	
floorplan	chipHeight	149	um
clocking	cts-resized-gates	0	
placed_design	dpl.cell_count	1464	
sta	final_period_minus_worst_setup_slack	13520	ps
logic_synthesis	ys_seq_share	0	
job	openroad.warnings	65	
global_routing	grt_max_degree	71	
logic_synthesis	mappedNetlistArea	8630	um2
routing	detailroute.via_count	9711	
sta	report.final.hold_viol_count	0	
logic_synthesis	netlist_instances	1162	
floorplan	floorplan.rows	53	
power	power_leakage	3.93	nW
cells_and_area	drive_gt1_frac	0.0992	
global_routing	grt_use_total	0.362	
sta	timing.slew.headroom	0.0202	
cells_and_area	nFlopsAndLatches	0	
clocking	holdBufCountCts	0	
worst_hold_path	min-delay-path-class	in -> out	
floorplan	io-pin-count	101	
cells_and_area	n_clock_buffer	0	
routing	number_of_drc_markers_after_the_initial_detailed_route_iteration	860	
routing	drt_pre_antenna_iters	5	
critical_path	end_kind	primary output	
critical_path	largest_fanout_of_any_net_on_the_critical_path	40	
routing	diodes	0	
global_routing	antenna_found_initial	1	
outcome	status	complete, no violations	
placed_design	buffer_ports.inserted	101	
critical_path	worst_setup_path_start_kind	primary input	
cells_and_area	layout.area.seq	0	um2
power	vdd_drop_max	31.5	uV
routing	route.detailed.drc	0	
cells_and_area	layout.filler_cells	2148	
critical_path	cp.arrival	9920	ps
logic_synthesis	postSynthAreaPerCell	7.42	um2
logic_synthesis	post_synth_num_cell_types	85	
==> layout by cell type, fill, tap and decap left out, drive strengths merged, types with 6 or more instances in the layout <==
| master | n |
|---|---|
| a2111oi | 7 |
| a211o | 11 |
| a211oi | 18 |
| a21o | 18 |
| a21oi | 69 |
| a221o | 6 |
| a22o | 14 |
| a22oi | 20 |
| a31oi | 15 |
| a32oi | 6 |
| a41oi | 6 |
| buf | 33 |
| clkdlybuf4s50 | 96 |
| ha | 96 |
| inv | 78 |
| mux2 | 12 |
| mux2i | 34 |
| mux4 | 66 |
| nand2 | 93 |
| nand2b | 14 |
| nand3 | 32 |
| nand4 | 10 |
| nor2 | 106 |
| nor2b | 14 |
| nor3 | 32 |
| nor4 | 16 |
| o21a | 9 |
| o21ai | 79 |
| o22ai | 15 |
| o311ai | 6 |
| o31ai | 10 |
| or3 | 13 |
| or4 | 8 |
| xnor2 | 39 |
==> synthesized netlist by cell type, types with 6 or more instances <==
master,count,share of area
sky130_fd_sc_hd__a22oi_1,20,0.017
sky130_fd_sc_hd__buf_1,8,0.0035
sky130_fd_sc_hd__a22o_1,14,0.014
sky130_fd_sc_hd__or3_1,13,0.0094
sky130_fd_sc_hd__a32oi_1,6,0.0061
sky130_fd_sc_hd__buf_2,17,0.0099
sky130_fd_sc_hd__nor3_1,32,0.019
sky130_fd_sc_hd__o22ai_1,15,0.011
sky130_fd_sc_hd__nor2b_1,14,0.010
sky130_fd_sc_hd__o31ai_1,10,0.0087
sky130_fd_sc_hd__mux2i_1,33,0.038
sky130_fd_sc_hd__mux4_1,8,0.024
sky130_fd_sc_hd__xnor2_1,39,0.040
sky130_fd_sc_hd__or4_1,7,0.0061
sky130_fd_sc_hd__a21oi_1,68,0.039
sky130_fd_sc_hd__nand4_1,10,0.0073
sky130_fd_sc_hd__a211oi_1,18,0.016
sky130_fd_sc_hd__nand2b_1,14,0.010
sky130_fd_sc_hd__a211o_1,11,0.011
sky130_fd_sc_hd__clkbuf_1,61,0.027
sky130_fd_sc_hd__nor2_1,105,0.046
sky130_fd_sc_hd__o21a_1,9,0.0078
sky130_fd_sc_hd__o21ai_0,78,0.045
sky130_fd_sc_hd__a21o_1,18,0.016
sky130_fd_sc_hd__inv_1,77,0.034
sky130_fd_sc_hd__a2111oi_0,7,0.0071
sky130_fd_sc_hd__mux4_2,58,0.15
sky130_fd_sc_hd__a41oi_1,6,0.0061
sky130_fd_sc_hd__nand2_1,93,0.040
sky130_fd_sc_hd__buf_4,13,0.011
sky130_fd_sc_hd__mux2_2,12,0.016
sky130_fd_sc_hd__a221o_1,6,0.0070
sky130_fd_sc_hd__ha_1,96,0.14
sky130_fd_sc_hd__a31oi_1,15,0.011
sky130_fd_sc_hd__nand3_1,32,0.019
sky130_fd_sc_hd__nor4_1,16,0.012
==> through the flow <==
step / setup slack, ps / cell area, um2 / total power [mW] / util / hold slack (ps)
2_1_floorplan: 6160 / 8630 / 0.205 / - / 7430
3_3_place_gp: 4700 / 9690 / 0.326 / 0.460 / 8230
3_5_place_dp: 4660 / 9690 / 0.324 / 0.460 / 8240
4_1_cts: 4650 / 9690 / 0.326 / 0.460 / 8250
5_1_grt: 4070 / 9690 / 0.360 / 0.460 / 8290
6_report: 4480 / 9690 / 0.332 / 0.460 / 8250
==> area by class of cell <==
class,instances,area [um2],area share
multi-input combinational,981,7850,0.810
tap,275,344,0.0355
timing repair buffer,129,1200,0.124
inverter,79,297,0.0306
==> cell families (layout without fill, tap and decap cells) <==
kind of cell,count (synthesis),after routing,share of synthesized area
AOI/OAI and AO/OA,362,362,0.286
xor gates and xnor gates,43,43,0.0437
adders and majority gates,97,97,0.142
buffers and inverters,181,208,0.0905
muxes,112,112,0.232
and+or+nand+nor,367,367,0.206
==> power by group <==
part / switching (mW) / internal [mW] / leakage, nW / total [mW]
Combinational: 0.192 / 0.141 / 3.93 / 0.332
Sequential: 0 / 0 / 0 / 0
Clock: 0 / 0 / 0 / 0
==> path summary, 6_finish.rpt <==
check / startpoint / end / slack [ps] / cells after the start
min: Src2[3] / ALU_Result[3] / 8250 / 6
max: ALU_Control[0] / zero_Flag / 4480 / 20
==> worst max-delay path: stages <==
cell and delay (ps):
sky130_fd_sc_hd__clkdlybuf4s50_1 400, sky130_fd_sc_hd__buf_4 280, sky130_fd_sc_hd__nor2_2 550, sky130_fd_sc_hd__buf_4 340
sky130_fd_sc_hd__and2_0 390, sky130_fd_sc_hd__buf_4 260, sky130_fd_sc_hd__a21oi_1 70, sky130_fd_sc_hd__xnor2_1 150
sky130_fd_sc_hd__ha_1 350, sky130_fd_sc_hd__and2_1 180, sky130_fd_sc_hd__a221oi_2 420, sky130_fd_sc_hd__a211oi_1 230
sky130_fd_sc_hd__o311ai_1 320, sky130_fd_sc_hd__or3b_1 490, sky130_fd_sc_hd__and4_1 240, sky130_fd_sc_hd__or3b_1 410
sky130_fd_sc_hd__nor4_1 320, sky130_fd_sc_hd__nand4_1 150, sky130_fd_sc_hd__and3b_1 270, sky130_fd_sc_hd__clkdlybuf4s50_1 470
==> routing by layer <==
layer / share of wire / track usage / wire length (um) / vias to the layer above
met4: 0.031 / 0.0923 / 1190 / 2
met2: 0.46 / 0.577 / 17900 / 525
met5: 0.00039 / 0 / 15 / -
met1: 0.41 / 0.494 / 15900 / 4620
met3: 0.095 / 0.0914 / 3700 / 70
li1: - / - / - / 4494
Power is estimated from default activity; no workload was simulated.
