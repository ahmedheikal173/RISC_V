`/design/flow/config.mk`:
```
export PLATFORM = sky130hd
export DESIGN_NAME = Data_Memory
export DESIGN_NICKNAME = Data_Memory
export VERILOG_FILES = /design/flow/design.v
export SDC_FILE = /design/flow/constraint.sdc
export NUM_CORES = 4
export LEC_CHECK = 1
export CORE_UTILIZATION = 40
```
`/design/flow/constraint.sdc`:
```
current_design Data_Memory

set clk_period 15.6
set clk_io_pct 0.2

create_clock -name clk0 -period $clk_period [get_ports {clk}]

set non_clock_inputs [all_inputs -no_clocks]
set_input_delay [expr $clk_period * $clk_io_pct] -clock clk0 $non_clock_inputs
set_output_delay [expr $clk_period * $clk_io_pct] -clock clk0 [all_outputs]
```
`/design/flow/design.v`:
```
`timescale 1ns / 1ps
module Data_Memory (
    input [31:0]WD,A,
    input clk,WE,
    output wire[31:0]RD 
);
    reg [31:0] Data_Registers[63:0];
    always @(posedge clk) begin
        if(WE==1'b1)
        begin
            Data_Registers[A[31:2]]<=WD;
        end
    end
    assign RD = Data_Registers[A];
endmodule
```
`/design/flow/run.sh`:
```
#!/bin/bash
# OpenROAD 26Q1-2900-gdf79404cd8, Yosys 0.63+post, stock flow scripts
make -C /OpenROAD-flow-scripts/flow DESIGN_CONFIG=/design/flow/config.mk WORK_HOME=/design/flow/orfs finish
```
==> flow_metrics.py <==
# Generated from Yosys and OpenROAD reports
metrics = {
    "floorplanning": {
        "ios": 98,
        "rows": 160,
        "initCoreUtil_pct": 40.5,
        "dieWidth_um": 442,
        "core_region_area_um2": 191000,
        "floorplan.die_area_um2": 195000,
        "floorplan.die.height_um": 442,
    },
    "placed_design": {
        "placement.io_buffers": 73,
        "dp_hpwl_um": 116000,
        "routabilityCongestion": 0.859,
    },
    "yosys": {
        "synthDistinctLibCells": 43,
        "ys_dominant_reg_cell": "sky130_fd_sc_hd__edfxtp_1",
        "post_synth.cell_area_avg_um2": 23.0,
        "synthesis.area_um2": 77300,
        "synth-seq-area-share_pct": 79.5,
        "synthTopCellsByArea": "sky130_fd_sc_hd__edfxtp_1 80%, sky130_fd_sc_hd__mux4_2 13%, sky130_fd_sc_hd__a22oi_1 1.8%, sky130_fd_sc_hd__mux2i_1 1.1%, sky130_fd_sc_hd__mux2_2 0.84%",
        "synth-warning-count": 1,
        "synth_flop_count": 2048,
        "post-synth-top-area-cell": "sky130_fd_sc_hd__edfxtp_1",
        "count_of_flip_flops_with_a_built_in_enable_after_synthesis": 2048,
        "top_cell_area_share_pct": 79.5,
        "post-synth-top-count-cell": "sky130_fd_sc_hd__edfxtp_1",
        "synth-area-yosys_um2": 77300,
        "post_synth_most_frequent_cells": "2,048 x sky130_fd_sc_hd__edfxtp_1, 441 x sky130_fd_sc_hd__mux4_2, 184 x sky130_fd_sc_hd__a22oi_1",
        "syn_inst": 3356,
        "count_of_instantiated_cells_in_the_yosys_netlist": 3356,
        "async_reset_ff_share_pct": 0,
    },
    "final_timing": {
        "worst-slew-pin-transition_ns": 0.934,
        "post-route-period-util_pct": 69.1,
        "finalHoldViolCount": 0,
        "min_cycle_time_layout_ns": 10.78,
        "max_freq_ghz": 0.0927,
        "grt_setup_unrepaired": "no",
        "hold_ws_ns": 2.94,
        "setup_tns_ns": 0,
        "timing.max_slew.rel_slack_pct": 37.6,
        "drv_slew": 0,
        "report.final.setup_viol": 0,
    },
    "routing": {
        "viasPerCell": 5.81,
        "ant_nets": 0,
        "wire_per_inst_um": 32.8,
        "first_iter_violations": 2091,
        "routed-via-count": 36550,
        "wl_um": 206000,
        "drt-pass1-iter-count": 5,
        "detail_route.drc_violations": 0,
        "antenna-diode-count": 0,
    },
    "clock_network": {
        "post_cts_resized": 0,
        "clock_tree.root_cell": "sky130_fd_sc_hd__clkbuf_16",
        "post-cts-setup-buffers": 0,
        "cts_tree": "yes",
        "cts_buffers": 203,
        "clock_path_buffers": 3,
        "clkSinkCount": 2048,
        "clkSlewWorstSetupHoldPaths_ns": 0.06,
        "postCtsHoldBufs": 0,
        "number_of_h_tree_levels": 4,
    },
    "global_routing": {
        "grt_antenna_before_repair": 2,
        "grt_first_pass_wirelength_um": 293000,
        "sum_of_overflow_across_all_layers_after_global_routing": 0,
        "number_of_global_route_vias_before_repair": 40488,
        "grt_max_degree": 90,
        "grt.total_usage_pct": 23.6,
    },
    "critical_path": {
        "cp.buffers_inverters": 5,
        "critPathRequiredTime_ns": 12.48,
        "timing.critical_path.mode_cell": "sky130_fd_sc_hd__buf_4",
        "path_class": "input pin to output port",
        "worst_setup_end_kind": "output port",
        "worstPathCellList": "buf_8 > buf_4 > buf_4 > buf_4 > mux4_2 > a22oi_1 > nand4_1 > and2_1 > clkdlybuf4s50_1",
        "slowest_delay_ns": 0.66,
        "critical_path.startpoint_type": "input pin",
        "critPathTopFamily": "buffers and inverters",
        "worstPathMaxFanout": 48,
        "data_arrival_time_of_the_critical_path_ns": 7.66,
        "worst_path_max_delay_cell": "sky130_fd_sc_hd__buf_4",
    },
    "final_layout": {
        "largest_register_ffs": 2048,
        "fillCellCount": 15449,
        "syn_to_final_growth_pct": 14.1,
        "final_layout_size_suffix_gt1_share_pct": 27.7,
    },
    "run": {
        "max_cap_viol_count": 0,
        "warnings": 50,
    },
    "min_path": {
        "timing.hold.worst.class": "input pin to flip-flop",
    },
    "pwr": {
        "power_density_nw_per_um2": 127,
        "peakVddDrop_uv": 88.9,
        "static-leakage-power_nw": 27.0,
    },
    "status": {
        "status": "complete, no violations",
    },
}
-- report_power, final --
part	switching (W)	total, W	internal, W
Sequential	0.00000736	0.00610	0.00609
Combinational	0.000322	0.000513	0.000190
Clock	0.00199	0.00457	0.00258
-- per-layer routing --
metal | share of wire (%) | vias up | track usage [%]
met5 | 0.17 | - | 1.42
met4 | 3.5 | 6 | 6.21
met3 | 18 | 338 | 18.4
met2 | 48 | 2612 | 34.9
met1 | 30 | 18565 | 27.1
li1 | - | 15029 | -
-- kinds of logic after synthesis --
family | Yosys count | synth area share (%)
AND-OR/OR-AND | 326 | 3.10
buffers and inverters | 196 | 1.15
flip-flops | 2048 | 79.5
multiplexers | 583 | 14.8
AND/OR/NAND/NOR | 203 | 1.43
-- stage by stage --
step                total power, W  instance area (µm²)  cells  setup slack [ns]  utilization, %
detailed placement         0.00674                82100   5923              4.62            43.0
finish                      0.0112                88200   6289              4.82            46.2
CTS                         0.0113                88200   6289              4.60            46.2
global route                0.0115                88200   6289              4.44            46.2
floorplan                  0.00648                77300   3356              7.78               -
global placement           0.00673                82100   5923              4.62            43.0
-- cell type report --
| cell class | count | area, µm² | area share (%) |
|---|---|---|---|
| multi-input cells | 1112 | 15500 | 17.6 |
| well taps | 2511 | 3140 | 3.56 |
| clock inverters | 101 | 728 | 0.825 |
| repair buffers | 250 | 1940 | 2.20 |
| clock buffers | 265 | 5420 | 6.14 |
| flip-flops and latches | 2048 | 61500 | 69.7 |
| inverters | 2 | 7.51 | 0.00851 |
-- path summary, 6_finish.rpt --
path | startpoint | to | slack (ns) | cells after the start
hold / removal | WD[21] | Data_Registers[36][21]$_DFFE_PP_ | 2.94 | 2
setup / recovery | A[0] | RD[19] | 4.82 | 9
-- cell usage in the layout (no fill, tap or decap), types with 3 or more instances in the layout --
cell type and instances:
sky130_fd_sc_hd__edfxtp_1 2048, sky130_fd_sc_hd__mux4_2 441, sky130_fd_sc_hd__clkbuf_16 208, sky130_fd_sc_hd__a22oi_1 184
sky130_fd_sc_hd__buf_4 175, sky130_fd_sc_hd__mux2i_1 84, sky130_fd_sc_hd__nor2_4 63, sky130_fd_sc_hd__a21oi_1 58
sky130_fd_sc_hd__nand4_1 58, sky130_fd_sc_hd__mux2_2 58, sky130_fd_sc_hd__clkbuf_1 57, sky130_fd_sc_hd__clkinv_1 53
sky130_fd_sc_hd__clkdlybuf4s50_1 38, sky130_fd_sc_hd__o221ai_1 32, sky130_fd_sc_hd__buf_2 32, sky130_fd_sc_hd__and2_1 29
sky130_fd_sc_hd__a221o_1 28, sky130_fd_sc_hd__clkinv_2 27, sky130_fd_sc_hd__nand2_1 16, sky130_fd_sc_hd__bufinv_16 9
sky130_fd_sc_hd__o22ai_1 8, sky130_fd_sc_hd__a22o_1 5, sky130_fd_sc_hd__inv_6 5, sky130_fd_sc_hd__o21ai_0 4
sky130_fd_sc_hd__nand3b_1 4, sky130_fd_sc_hd__nor3b_2 3, sky130_fd_sc_hd__or3_1 3, sky130_fd_sc_hd__nor4_1 3
sky130_fd_sc_hd__a31oi_1 3, sky130_fd_sc_hd__nor2_1 3, sky130_fd_sc_hd__buf_12 3
Power figures rest on the tool's default switching activity, not on a simulated workload.
